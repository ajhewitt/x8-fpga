## run.sh

```bash
#!/bin/bash
# OpenROAD 26Q1-2900-gdf79404cd8, Yosys 0.63+post, stock flow scripts
make -C /OpenROAD-flow-scripts/flow DESIGN_CONFIG=/design/flow/config.mk WORK_HOME=/design/flow/orfs finish
```

## design.v

```verilog
module pulse2pulse(
    input  wire in_clk,
    input  wire in_pulse,
    input  wire out_clk,
    output wire out_pulse);
    reg toggle_r   = 0;
    always @(posedge in_clk) if (in_pulse) toggle_r <= !toggle_r;
    reg [2:0] toggle_sync_r   = 0;
    always @(posedge out_clk) toggle_sync_r <= {toggle_sync_r[1:0], toggle_r};
    assign out_pulse = toggle_sync_r[1] ^ toggle_sync_r[2];
endmodule
module uart(
    input  wire        rst,
    input  wire        clk,
    input  wire [15:0] baudrate_div,
    input  wire  [7:0] tx_data,
    input  wire        tx_valid,
    output wire        tx_busy,
    output wire  [7:0] rxfifo_data,
    output wire        rxfifo_not_empty,
    input  wire        rxfifo_read,
    input  wire        uart_rst,
    input  wire        uart_clk,
    input  wire        uart_rxd,
    output wire        uart_txd);
    reg [7:0] tx_data_r;
    reg       tx_busy_r;
    reg       tx_start_r;
    wire      tx_done;
    wire uart_tx_busy;
    always @(posedge clk or posedge rst) begin
        if (rst) begin
            tx_data_r  <= 8'b0;
            tx_busy_r  <= 1'b0;
            tx_start_r <= 1'b0;
        end else begin
            tx_start_r <= 1'b0;
            if (tx_valid && !tx_busy_r) begin
                tx_data_r  <= tx_data;
                tx_busy_r  <= 1'b1;
                tx_start_r <= 1'b1;
            end else if (tx_done) begin
                tx_busy_r <= 1'b0;
            end
        end
    end
    assign tx_busy = tx_busy_r;
    wire tx_start;
    pulse2pulse p2p_tx_start(.in_clk(clk), .in_pulse(tx_start_r), .out_clk(uart_clk), .out_pulse(tx_start));
    uart_tx uart_tx(
        .clk(uart_clk),
        .rst(uart_rst),
        .baudrate_div(baudrate_div),
        .uart_txd(uart_txd),
        .tx_data(tx_data),
        .tx_valid(tx_start),
        .tx_busy(uart_tx_busy));
    reg [1:0] uart_tx_busy_r;
    always @(posedge uart_clk) uart_tx_busy_r <= {uart_tx_busy_r[0], uart_tx_busy};
    wire uart_tx_done = (uart_tx_busy_r == 2'b10);
    pulse2pulse p2p_tx_done(.in_clk(uart_clk), .in_pulse(uart_tx_done), .out_clk(clk), .out_pulse(tx_done));
    wire       rxfifo_empty;
    reg  [7:0] rx_data_r;
    wire       rx_valid;
    uart_rx_fifo uart_rx_fifo(
	    .clk(clk),
        .rst(rst),
    	.wrdata(rx_data_r),
	    .wr_en(rx_valid),
        .rddata(rxfifo_data),
    	.rd_en(rxfifo_read),
    	.empty(rxfifo_empty),
    	.full());
    assign rxfifo_not_empty = !rxfifo_empty;
    wire [7:0] rx_data;
    wire       uart_rx_valid;
    uart_rx uart_rx(
        .clk(uart_clk),
        .rst(uart_rst),
        .baudrate_div(baudrate_div),
        .uart_rxd(uart_rxd),
        .rx_data(rx_data),
        .rx_valid(uart_rx_valid));
    always @(posedge uart_clk) if (rx_valid) rx_data_r <= rx_data;
    pulse2pulse p2p_rx_valid(.in_clk(uart_clk), .in_pulse(uart_rx_valid), .out_clk(clk), .out_pulse(rx_valid));
endmodule
module uart_rx(
    input  wire        clk,
    input  wire        rst,
    input  wire [15:0] baudrate_div,
    input  wire        uart_rxd,
    output reg  [7:0]  rx_data,
    output reg         rx_valid);
    reg [3:0] rxd_r;
    always @(posedge clk) rxd_r <= {rxd_r[2:0], uart_rxd};
    wire rx_in = rxd_r[2];
    wire start_condition = (rxd_r[3:2] == 'b10);
    reg [15:0] clk_cnt_r;
    reg  [3:0] bit_cnt_r;
    reg  [7:0] shift_r;
    reg started_r;
    wire middle_of_bit = (clk_cnt_r == baudrate_div);
    always @(posedge clk or posedge rst) begin
        if (rst) begin
            started_r <= 0;
            rx_valid  <= 0;
            shift_r   <= 0;
            rx_data   <= 0;
            clk_cnt_r <= 0;
            bit_cnt_r <= 0;
        end else begin
            rx_valid  <= 0;
            if (middle_of_bit) begin
                clk_cnt_r <= 0;
            end else begin
                clk_cnt_r <= clk_cnt_r + 16'd1;
            end
            if (!started_r) begin
                clk_cnt_r <= {1'b0, baudrate_div[15:1]};
                bit_cnt_r <= 4'd0;
                if (start_condition) begin
                    started_r <= 1;
                end
            end else if (middle_of_bit) begin
                shift_r   <= {rx_in, shift_r[7:1]};
                bit_cnt_r <= bit_cnt_r + 4'd1;
                if (bit_cnt_r == 4'd9) begin
                    started_r <= 0;
                    if (rx_in) begin
                        rx_data  <= shift_r;
                        rx_valid <= 1;
                    end
                end
            end
        end
    end
endmodule
module uart_rx_fifo(
    input  wire       clk,
    input  wire       rst,
    input  wire [7:0] wrdata,
    input  wire       wr_en,
    output reg  [7:0] rddata,
    input  wire       rd_en,
    output wire       empty,
    output wire       full);
    reg [8:0] wridx = 0, rdidx = 0;
    reg [7:0] mem_r [511:0];
    wire [8:0] wridx_next = wridx + 9'd1;
    wire [8:0] rdidx_next = rdidx + 9'd1;
    assign empty = wridx == rdidx;
    assign full = wridx_next == rdidx;
    always @(posedge clk) begin
        if (wr_en && !full) begin
            mem_r[wridx] <= wrdata;
            wridx <= wridx_next;
        end
        rddata <= mem_r[rdidx];
        if (rd_en && !empty) begin
            rdidx <= rdidx_next;
        end
    end
endmodule
module uart_tx(
    input  wire        clk,     
    input  wire        rst,
    input  wire [15:0] baudrate_div,
    output reg         uart_txd,
    input  wire  [7:0] tx_data,
    input  wire        tx_valid,
    output wire        tx_busy);
    reg [15:0] tx_baudrate_cnt_r;
    reg next_bit;
    always @(posedge clk or posedge rst) begin
        if (rst) begin
            tx_baudrate_cnt_r <= 0;
            next_bit <= 0;
        end else begin
            next_bit <= 0;
            if (tx_baudrate_cnt_r >= baudrate_div) begin
                tx_baudrate_cnt_r <= 0;
                next_bit <= 1;
            end else begin
                tx_baudrate_cnt_r <= tx_baudrate_cnt_r + 16'd1;
            end
        end
    end
    reg [8:0] tx_shift_r;
    reg [3:0] bit_cnt_r;
    reg busy;
    always @(posedge clk or posedge rst) begin
        if (rst) begin
            uart_txd   <= 1'b1;
            busy       <= 1'b0;
            tx_shift_r <= 9'b0;
            bit_cnt_r  <= 4'b0;
        end else begin
            if (!busy) begin
                if (tx_valid) begin
                    tx_shift_r <= { tx_data, 1'b0 };
                    busy       <= 1'b1;
                    bit_cnt_r  <= 4'd9;
                end
            end else if (next_bit) begin
                if (bit_cnt_r == 4'd0) begin
                    busy <= 1'b0;
                end else begin
                    bit_cnt_r <= bit_cnt_r - 4'd1;
                end
                uart_txd   <= tx_shift_r[0];
                tx_shift_r <= { 1'b1, tx_shift_r[8:1] };
            end
        end
    end
    assign tx_busy = busy;
endmodule
```

## constraint.sdc

```tcl
current_design uart

set clk_period 496.1
set clk_io_pct 0.2

create_clock -name clk0 -period $clk_period [get_ports {clk}]
create_clock -name clk1 -period $clk_period [get_ports {uart_clk}]

set non_clock_inputs [all_inputs -no_clocks]
set_input_delay [expr $clk_period * $clk_io_pct] -clock clk0 $non_clock_inputs
set_output_delay [expr $clk_period * $clk_io_pct] -clock clk0 [all_outputs]
```

## config.mk

```make
export PLATFORM = sky130hd
export DESIGN_NAME = uart
export DESIGN_NICKNAME = uart
export VERILOG_FILES = /design/flow/design.v
export SDC_FILE = /design/flow/constraint.sdc
export NUM_CORES = 4
export LEC_CHECK = 1
export CORE_UTILIZATION = 40
```

==> notes.md <==
Figures from the flow reports.

Global routing:
- The run puts the number of antenna violations at the first check in global routing at 25.
- The run puts the first-pass GRT wire length at 652 mm.
- The run gives the overall fraction of global-route tracks in use as 24.3%.
- Entering global routing, the biggest net connects roughly 140 pins.
- The via count of the first global-routing pass came to 90100.
- The run puts the total global routing overflow at 0.

Synthesis:
- After synthesis, the largest area contributor takes up between 70% and 80% of total cell area.
- After synthesis, the share of flip-flops with an asynchronous set or reset is roughly 1.7%.
- The run puts the cell total in the yosys stat output at between 8000 and 9000.
- The run gives the most used flip-flop cell as sky130_fd_sc_hd__edfxtp_1.
- The run gives the per-instance average area after synthesis as between 20 and 25 sq um.
- For reference, the top cells by area after synthesis are sky130_fd_sc_hd__edfxtp_1, sky130_fd_sc_hd__mux4_2, sky130_fd_sc_hd__mux2i_1, sky130_fd_sc_hd__nor2_1, sky130_fd_sc_hd__dfrtp_1.
- The synthesized netlist occupies a cell area of between 0.15 and 0.2 sq mm.
- The synthesis log from Yosys contains 5 warnings.
- The run puts the flip-flop and latch count after synthesis at about 4200.
- Yosys mapped a number of flops with a built-in enable equal to 4125.
- The run gives the Yosys chip area as ~0.16 sq mm.
- The run gives the cell type with the highest aggregate area in the netlist as sky130_fd_sc_hd__edfxtp_1.
- The run gives the synthesized instance count as between 8000 and 9000.
- The run puts the number of different library cells in the post-synthesis netlist at 77.
- The run puts the sequential-to-total area share from yosys stat at 76.5%.

Place:
- In this run, placement finished with an instance count of 13400.
- The run gives the cell area reported after detailed placement as 0.172 sq mm.
- The run gives the final weighted congestion in routability-driven placement as 0.908.
- The run puts the placed wire-length estimate at approximately 280 mm.
- The run gives the worst-case setup slack after placement as 394210 ps.
- The run puts the number of port buffers at about 40.

Run:
- Across all stage logs, warnings added up to 49.
- The report counts max-capacitance violations totalling 0.

Final timing:
- The run puts the final-report setup violation count at 0.
- The pin closest to its max-slew limit shows a slew of roughly 1100 ps.
- Across the routed clock network, the largest skew measured is about 51 ps.
- The run gives the setup TNS as 0 ps.
- The run puts the count of final hold-check violations at 0.
- Setup repair after global routing left no endpoint under its margin.
- In the post-route analysis, the smallest setup slack over all paths is slightly below 400000 ps.
- The run puts the relative slew slack at approximately 29%.
- In the final report, the number of pins over their slew limit comes to 0.
- The run puts the worst hold-check slack at 133 ps.

Detailed routing:
- The run puts the number of nets with antenna violations after routing at 0.
- The run puts the detailed-route vias per instance at 5.79.
- Per the log, the first TritonRoute iteration ended with a DRC count of 5708.
- The run puts the total vias in the final route at just over 80000.
- The run puts the overall routed net length at approximately 460 mm.
- The run gives the residual DRC count as 0.
- For this run, the detailed router's first-pass iteration total came to 6.
- The run gives the per-cell routed wire length as ~32 microns.

Worst setup path:
- The arrival time of data at the worst endpoint is listed as between 3000 and 4000 ps.
- The run gives the critical path launch point type as a register.
- The critical path maximum fanout is 14.
- The run gives the startpoint of the most critical register-to-register path as uart_rx_fifo.rdidx[0].
- STA classifies the critical path endpoint as an output port.
- The critical path is of the register to output port type.
- The run puts the setup slack of the worst register-to-register path at 488990 ps.
- The run puts the data required time at the worst endpoint at about 400000 ps.
- The run gives the end of the worst register-to-register path as uart_rx_fifo.rddata[1].
- The run gives the count of cells along the worst register-to-register path as 12.

Final layout:
- The run gives the proportion of layout cells with a drive suffix above 1 as between 20% and 30%.
- The area growth from synthesis to layout is 12.7%.
- The layout stage reports a final design area of ~0.19 sq mm.
- The count of cells in the finished layout, fillers not included, comes to between 10000 and 15000.

Status:
- The run finished with clean final reports.

Worst hold path:
- STA lists the startpoint of the worst hold path as rx_data_r[4].
- STA reports the tightest min-delay check as being of type register to register.
- Hold analysis lists the worst path endpoint as uart_rx_fifo.mem_r[231][4].
- The run gives the count of cells along the worst hold path as 0.

Power and ir drop:
- The run puts the worst supply voltage drop on vdd at between 0.003 and 0.004 mV.
- The run gives the total power divided by cell area as around 4 mW/mm^2.
- The run gives the leakage power total as 63.0 nW.

Clock tree:
- The run puts the number of clock sinks seen by CTS at 4220.
- TritonCTS built the clock tree.
- The run puts the post-CTS resize count at 0.
- The run puts the clock transition time at the flip-flop clock pins of the worst setup and hold paths at about 70 ps.

Die:
- The run puts the count of boundary I/O pins at 42.
- The region available for standard cell placement spans a little over 0.4 sq mm.
- The run puts the site row count at 235.
- The run puts the total die area at between 0.4 and 0.5 sq mm.
- The run gives the die extent in y as around 640 microns.
- The run gives the die width as between 600 and 700 microns.
- The run gives the initial standard-cell utilization of the core as roughly two fifths.
## critical path, stage by stage, from the launching register on
cell and delay [ps]:
sky130_fd_sc_hd__edfxtp_1 570, sky130_fd_sc_hd__nor2b_1 230, sky130_fd_sc_hd__or4b_2 670, sky130_fd_sc_hd__nor3_1 160
sky130_fd_sc_hd__nand4_1 440, sky130_fd_sc_hd__clkdlybuf4s50_1 570
## metrics by stage
step	utilization (%)	total power, W
after floorplan	-	0.000420
after global placement	42.0	0.000440
after detailed placement	42.0	0.000440
after CTS	45.3	0.000747
after global routing	45.3	0.000763
final	45.3	0.000743
## cell type report
cell class / instances / area, sq um
antenna: 30 / 75.1
clock buffer: 507 / 11000
clock inverter: 267 / 2350
fill: 33600 / 224000
inverter: 36 / 150
multi-input combinational: 3343 / 36100
sequential: 4220 / 126000
tap: 5451 / 6820
timing repair buffer: 368 / 3110
## cells in the mapped netlist (13+ instances only)
cell and count:
sky130_fd_sc_hd__ha_1 26, sky130_fd_sc_hd__and3_1 14, sky130_fd_sc_hd__inv_1 34, sky130_fd_sc_hd__mux2i_1 444, sky130_fd_sc_hd__nand4_1 24, sky130_fd_sc_hd__nor2b_1 21, sky130_fd_sc_hd__nor2_1 619, sky130_fd_sc_hd__buf_6 53
sky130_fd_sc_hd__buf_2 82, sky130_fd_sc_hd__o211ai_1 17, sky130_fd_sc_hd__a22oi_1 49, sky130_fd_sc_hd__nand2_1 201, sky130_fd_sc_hd__a2111oi_0 13, sky130_fd_sc_hd__xor2_1 30, sky130_fd_sc_hd__dfxtp_1 23, sky130_fd_sc_hd__nand2b_1 16
sky130_fd_sc_hd__a31oi_1 16, sky130_fd_sc_hd__nand3_1 43, sky130_fd_sc_hd__xnor2_1 49, sky130_fd_sc_hd__a221oi_1 15, sky130_fd_sc_hd__o221ai_1 191, sky130_fd_sc_hd__o21ai_0 112, sky130_fd_sc_hd__mux4_2 883, sky130_fd_sc_hd__edfxtp_1 4125
sky130_fd_sc_hd__and2_1 24, sky130_fd_sc_hd__o22ai_1 119, sky130_fd_sc_hd__a211oi_1 35, sky130_fd_sc_hd__a21oi_1 155, sky130_fd_sc_hd__mux2_2 24, sky130_fd_sc_hd__clkbuf_1 252, sky130_fd_sc_hd__dfrtp_1 71, sky130_fd_sc_hd__nor3_1 53
sky130_fd_sc_hd__buf_4 85, sky130_fd_sc_hd__buf_1 30, sky130_fd_sc_hd__nor4_1 19
## where the power goes
group	switching, W	total (W)	leakage, nW	internal, W
Combinational	0.0000301	0.0000451	13.1	0.0000150
Sequential	0.00000141	0.000388	43.3	0.000386
Clock	0.000134	0.000310	6.52	0.000176
## cell families (layout without fill, tap and decap cells)
kind of cell	Yosys count	count (layout)	synth area share, %
flip-flops	4220	4220	76.5
multiplexers	1351	1351	14.9
AND/OR/NAND/NOR	1079	1079	2.83
AND-OR/OR-AND	808	808	3.39
buffers and inverters	541	1178	1.74
XOR/XNOR	79	79	0.420
adder cells (fa/ha/maj)	26	26	0.197
other	0	30	0
## routing by layer
layer  vias to the layer above  GRT usage, %  routed length [microns]
met1                     41700          27.7                   141000
met5                         -          2.78                     1450
li1                      34200             -                        -
met4                        66          7.45                    18600
met2                      5365          35.0                   210000
met3                       885          19.7                    84200
## cell usage in the layout, fill, tap and decap left out, types with 30 or more instances in the layout
cell type                         instances
sky130_fd_sc_hd__clkinv_2                80
sky130_fd_sc_hd__dfrtp_1                 71
sky130_fd_sc_hd__mux2i_1                444
sky130_fd_sc_hd__nand3_1                 40
sky130_fd_sc_hd__a211oi_1                34
sky130_fd_sc_hd__clkdlybuf4s50_1         40
sky130_fd_sc_hd__bufinv_16               33
sky130_fd_sc_hd__diode_2                 30
sky130_fd_sc_hd__a21oi_1                155
sky130_fd_sc_hd__nor3_1                  52
sky130_fd_sc_hd__clkbuf_1                77
sky130_fd_sc_hd__o221ai_1               191
sky130_fd_sc_hd__clkbuf_16              430
sky130_fd_sc_hd__edfxtp_1              4125
sky130_fd_sc_hd__mux4_2                 883
sky130_fd_sc_hd__nand2_1                199
sky130_fd_sc_hd__inv_1                   31
sky130_fd_sc_hd__o22ai_1                119
sky130_fd_sc_hd__o21ai_0                112
sky130_fd_sc_hd__buf_4                  307
sky130_fd_sc_hd__xnor2_1                 49
sky130_fd_sc_hd__nor2_1                 614
sky130_fd_sc_hd__a22oi_1                 49
sky130_fd_sc_hd__clkinv_1               101
## how the worst max path moves through the flow
stage,startpoint,slack (ps),endpoint,cells past startpoint
finish,uart_rx_fifo.wridx[6],393250,rxfifo_not_empty,5
global route,uart_rx_fifo.wridx[6],393160,rxfifo_not_empty,5
CTS,uart_rx_fifo.wridx[6],393130,rxfifo_not_empty,5
## flip-flops by register name (all words and copies together), names as in the netlist, 8 cells and up
register,cells
uart_rx_fifo.mem_r,4096
uart_rx.clk_cnt_r,16
uart_tx.tx_baudrate_cnt_r,16
uart_rx_fifo.rdidx,9
uart_rx_fifo.wridx,9
uart_tx.tx_shift_r,9
rx_data_r,8
uart_rx.rx_data,8
uart_rx.shift_r,8
uart_rx_fifo.rddata,8
## repair_timing
action	4_1_cts	5_1_grt
hold buffers	2	0
setup buffers	0	0
endpoints found under the hold margin	2	0
Power and IR drop assume default switching activity.
